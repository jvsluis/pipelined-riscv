$ cat flow/run.sh
#!/bin/bash
# OpenROAD 26Q1-2900-gdf79404cd8, Yosys 0.63+post, stock flow scripts
make -C /OpenROAD-flow-scripts/flow DESIGN_CONFIG=/design/flow/config.mk WORK_HOME=/design/flow/orfs finish
$ cat flow/config.mk
export PLATFORM = sky130hd
export DESIGN_NAME = register_dx
export DESIGN_NICKNAME = register_dx
export VERILOG_FILES = /design/flow/design.v
export SDC_FILE = /design/flow/constraint.sdc
export NUM_CORES = 4
export LEC_CHECK = 1
export CORE_AREA = 10 10 187 187
export DIE_AREA = 0 0 197 197
$ cat flow/constraint.sdc
current_design register_dx

set clk_period 1.0
set clk_io_pct 0.2

create_clock -name clk0 -period $clk_period [get_ports {clock}]

set non_clock_inputs [all_inputs -no_clocks]
set_input_delay [expr $clk_period * $clk_io_pct] -clock clk0 $non_clock_inputs
set_output_delay [expr $clk_period * $clk_io_pct] -clock clk0 [all_outputs]
$ cat flow/design.v
module register_dx (
  input clock,  
  input reset,
  input flush,
  input stall,
  input [31:0] d_pc,
  input [31:0] d_instruction,
  input d_memory_rw,
  input d_reg_write_enabled,
  input [1:0] d_writeback_select,
  input [4:0] d_rd,
  input [4:0] d_rs1,
  input [4:0] d_rs2,
  input [3:0] d_alu_select,
  input d_alu_mux_select_a,
  input d_alu_mux_select_b,
  input [2:0] d_instruction_type,
  input [6:0] d_opcode,
  input [2:0] d_funct3,
  input [31:0] d_data_rs1,
  input [31:0] d_data_rs2,
  input [31:0] d_imm,
  input d_jump,
  input d_comb_flush,
  input d_comb_stall,
  output reg [31:0] x_pc,
  output reg [31:0] x_instruction,
  output reg x_memory_rw,
  output reg x_reg_write_enabled,
  output reg [1:0] x_writeback_select,
  output reg [4:0] x_rd,
  output reg [4:0] x_rs1,
  output reg [4:0] x_rs2,
  output reg [3:0] x_alu_select,
  output reg x_alu_mux_select_a,
  output reg x_alu_mux_select_b,
  output reg [2:0] x_instruction_type,
  output reg [6:0] x_opcode,
  output reg [2:0] x_funct3,
  output reg [31:0] x_data_rs1,
  output reg [31:0] x_data_rs2,
  output reg [31:0] x_imm,
  output reg x_jump
);
always @(posedge clock, posedge reset) begin
  if (reset) begin
      x_pc <= 0;
      x_instruction <= 0;
      x_memory_rw <= 0;
      x_reg_write_enabled <= 0;
      x_writeback_select <= 0;
      x_rd <= 0;
      x_rs1 <= 0;
      x_rs2 <= 0;
      x_alu_select <= 0;
      x_alu_mux_select_a <= 0;
      x_alu_mux_select_b <= 0;
      x_instruction_type <= 0;
      x_opcode <= 0;
      x_funct3 <= 0;
      x_imm <= 0;
      x_jump <= 0;
  end else begin
    if (flush || stall) begin
      x_pc <= d_pc;
      x_instruction <= 32'h00000013;
      x_memory_rw <= 0;
      x_reg_write_enabled <= 1;
      x_writeback_select <= 1;
      x_rd <= 0;
      x_rs1 <= 0;
      x_rs2 <= 0;
      x_alu_select <= 0;
      x_alu_mux_select_a <= 0;
      x_alu_mux_select_b <= 0;
      x_instruction_type <= 0;
      x_opcode <= 0;
      x_funct3 <= 0;
      x_imm <= 0;
      x_jump <= 0;
    end else begin
      x_pc <= d_pc;
      x_instruction <= d_instruction;
      x_memory_rw <= d_memory_rw;
      x_reg_write_enabled <= d_reg_write_enabled;
      x_writeback_select <= d_writeback_select;
      x_rd <= d_rd;
      x_rs1 <= d_rs1;
      x_rs2 <= d_rs2;
      x_alu_select <= d_alu_select;
      x_alu_mux_select_a <= d_alu_mux_select_a;
      x_alu_mux_select_b <= d_alu_mux_select_b;
      x_instruction_type <= d_instruction_type;
      x_opcode <= d_opcode;
      x_funct3 <= d_funct3;
      x_imm <= d_imm;
      x_jump <= d_jump;
    end
  end
end
always @(*) begin
  if (reset) begin
      x_data_rs1 = 0;
      x_data_rs2 = 0;
  end else begin
    if (d_comb_flush || d_comb_stall) begin
      x_data_rs1 = 0;
      x_data_rs2 = 0;
    end else begin
      x_data_rs1 = d_data_rs1;
      x_data_rs2 = d_data_rs2;
    end
  end
end
endmodule
==> results.cfg <==
; synthesis and place-and-route metrics
[power_and_ir_drop]
clkPwrFrac_pct = 43.7
leakage_nw = 5.31
irDropWorstVdd_mv = 1.11
switchingPower_mw = 3.56
powerDensity_nw_per_um2 = 1300
p_int_mw = 11.3
design_power_total_mw = 14.8
combPwrFrac_pct = 17.6
p_seq_share_pct = 38.7
swShare_pct = 24.0

[critical_path]
crit_family = buffers and inverters
path_buffers = 4
cp-startpoint = reset
worstPathArrival_ns = 0.97
cp_max_fo = 5
cpMostUsedCell = buf_12
slowest_delay_ns = 0.25
path_cells = buf_16, buf_12, buf_12, nor4b_2, buf_2
critPathRequiredTime_ns = 0.80
cp_slowest_cell = nor4b_2
crit_type = in2out
endpoint_kind = primary output
cp-start-kind = input pin

[final_timing]
finalClockPeriodUsage_pct = 117
hold_violations = 0
slew_viol_final = 0
slew-limit-headroom_pct = 77.9
max_freq_mhz = 851
setup_viol = 198
worst_pin_slew_ns = 0.331
layout_min_cycle_time_ns = 1.17
fin_ws_ns = -0.175
fin_setup_tns_ns = -16.42
rsz0062_at_grt = true

[yosys]
synth-seq-cells = 135
syn_area_um2 = 5820
postSynthSeqShare_pct = 58.0
synth_warnings = 1
ys_area_um2 = 5820
yosysUniqueCellTypes = 12
avgSynthCellArea_um2 = 16.8
yosysCellCount = 346
synth_cells = 346

[clock_tree]
htreeDepth = 4
clk_path_buf_depth = 2
cts_buffers = 17
clock-root-buffer = clkbuf_16
numClockSinks = 135
cts_tree = built
cts.clk_slew.worst_paths_ns = 0.06

[drt]
postRouteAntennaNets = 0
wl_per_cell_um = 20.3
avgViaCountPerCell = 3.96
wl_um = 24800
drtIter0Drc = 127
vias = 4836
dr.pass1.iters = 4
antenna_cells = 0
drc = 0

[placed_design]
globalplace.congestion = 0.867
place_ws_ns = -0.755
port_buffers = 403
dp.cells = 1167
dp_hpwl_um = 18900

[worst_hold_path]
min_path_type = in2async

[die]
dieArea_um2 = 38800
design.core.area_um2 = 30700
die_h_um = 197
floorplan.core_util_pct = 18.9
die_x_um = 197
rows = 64
io-pin-count = 404

[grt]
antenna_found_initial = 3
grt_pass1_wl_um = 36000
grt_pass1_vias = 5453
grt_max_degree = 24
grt_usage_pct = 12.4
overflow = 0

[cells_and_area]
drive_above_1_share_pct = 57.8
fin_util_pct = 37.1
finalNonFillerCells = 1220
areaGrowthSynthToFinish_pct = 95.7
mostFrequentLayoutCells = buf_2 (196), clkdlybuf4s50_1 (135), dfrtp_1 (135)
lay_top_count = buf_2

[flow_run]
maxCapViolCount = 0
warnings = 27

[outcome]
failed_checks = setup timing
status = complete, but fails checks
-- registers in the layout, indices dropped and copies added, names as in the netlist --
| name | flops |
|---|---|
| x_imm | 32 |
| x_instruction | 32 |
| x_pc | 32 |
| x_opcode | 7 |
| x_rd | 5 |
| x_rs1 | 5 |
| x_rs2 | 5 |
| x_alu_select | 4 |
| x_funct3 | 3 |
| x_instruction_type | 3 |
| x_writeback_select | 2 |
| x_alu_mux_select_a | 1 |
| x_alu_mux_select_b | 1 |
| x_jump | 1 |
| x_memory_rw | 1 |
| x_reg_write_enabled | 1 |
-- metrics by stage --
step                      cell area (um^2)  hold slack [ns]
after floorplan                       5830            0.231
after global placement               10700            0.466
after detailed placement             10700            0.462
after CTS                            11000           0.0825
after global routing                 11400          0.00558
final                                11400           0.0104
-- tightest hold or removal path, delay by kind of cell --
family	cells	cell delay, ns
buf+inv	4	0.58
-- what timing repair did --
item,in CTS,in global routing
cloned,9,3
setup buffers,9,4
endpoints found under the setup margin,199,199
hold buffers,0,0
gates resized,816,44
pin swaps,44,23
-- cell usage after synthesis (all sizes together) --
cell / n / share of area [%]
or3: 5 / 0.54
buf: 39 / 4.5
dfrtp: 135 / 58
inv: 1 / 0.064
nor4b: 64 / 16
clkbuf: 4 / 0.45
nor3b: 98 / 20
-- per-layer routing --
layer,up-vias,global-route usage (%),share of wire [%]
li1,2180,-,-
met1,2349,14.7,38
met2,278,20.2,47
met3,23,6.31,12
met4,6,1.85,1.9
met5,-,0,0.14
-- final cells by class --
class | instances | area (um^2)
fillers | 2901 | 19400
clock buffers | 18 | 429
repair buffers | 489 | 4270
multi-input cells | 167 | 2640
clock inverters | 14 | 175
well taps | 396 | 495
inverters | 1 | 11.3
flip-flops and latches | 135 | 3380
-- power by group through the flow --
stage	clock, mW	sequential [mW]	combinational [mW]
4_1_cts	6.67	5.73	2.48
6_report	6.47	5.73	2.61
5_1_grt	6.93	5.76	2.80
-- worst max-delay path by stage --
stage / endpoint / slack, ns / cells after the start
after CTS: x_alu_select[3] / -0.17 / 1
after global routing: x_data_rs1[19] / -0.23 / 5
final: x_data_rs1[19] / -0.17 / 5
-- cell families after synthesis --
| group | after synthesis | share of synthesized area (%) |
|---|---|---|
| simple gates | 167 | 37.0 |
| buf+inv | 44 | 5.03 |
| flops | 135 | 58.0 |
Power figures rest on the tool's default switching activity, not on a simulated workload.
