==> flow/design.v <==
module register_xm (
    input clock,
    input reset,
    input [31:0] x_pc,
    input [31:0] x_data_rs2,
    input x_memory_rw,
    input [2:0] x_funct3,
    input [31:0] x_alu_out,
    input [1:0] x_writeback_select,
    input x_reg_write_enabled,
    input [4:0] x_rs2,
    input [4:0] x_rd,
    input [31:0] x_instruction,
    output reg [31:0] m_pc,
    output reg [31:0] m_data_rs2,
    output reg m_memory_rw,
    output reg [2:0] m_funct3,
    output reg [31:0] m_alu_out,
    output reg [1:0] m_writeback_select,
    output reg m_reg_write_enabled,
    output reg [4:0] m_rs2,
    output reg [4:0] m_rd,
    output reg [31:0] m_instruction
);
always @(posedge clock, posedge reset) begin
    if (reset) begin
        m_pc <= 0;
        m_data_rs2 <= 0;
        m_memory_rw <= 0;
        m_funct3 <= 0;
        m_alu_out <= 0;
        m_writeback_select <= 0;
        m_reg_write_enabled <= 0;
        m_rs2 <= 0;
        m_rd <= 0;
        m_instruction <= 0;
    end else begin
        m_pc <= x_pc;
        m_data_rs2 <= x_data_rs2;
        m_memory_rw <= x_memory_rw;
        m_funct3 <= x_funct3;
        m_alu_out <= x_alu_out;
        m_writeback_select <= x_writeback_select;
        m_reg_write_enabled <= x_reg_write_enabled;
        m_rs2 <= x_rs2;
        m_rd <= x_rd;
        m_instruction <= x_instruction;
    end
end
endmodule
==> flow/run.sh <==
#!/bin/bash
# OpenROAD 26Q1-2900-gdf79404cd8, Yosys 0.63+post, stock flow scripts
make -C /OpenROAD-flow-scripts/flow DESIGN_CONFIG=/design/flow/config.mk WORK_HOME=/design/flow/orfs finish
==> flow/config.mk <==
export PLATFORM = sky130hd
export DESIGN_NAME = register_xm
export DESIGN_NICKNAME = register_xm
export VERILOG_FILES = /design/flow/design.v
export SDC_FILE = /design/flow/constraint.sdc
export NUM_CORES = 4
export LEC_CHECK = 1
export CORE_UTILIZATION = 30
==> flow/constraint.sdc <==
current_design register_xm

set clk_period 1.0
set clk_io_pct 0.2

create_clock -name clk0 -period $clk_period [get_ports {clock}]

set non_clock_inputs [all_inputs -no_clocks]
set_input_delay [expr $clk_period * $clk_io_pct] -clock clk0 $non_clock_inputs
set_output_delay [expr $clk_period * $clk_io_pct] -clock clk0 [all_outputs]
==> job_summary.md <==
## PnR job results

| Metric | Value |
|---|---|
| PD cells | `2020 mW/mm2` |
| Initial antenna violation count | `0` |
| Crit end category | `output pin` |
| Int Power | `11.1 mW` |
| Slowest CP cell | `dfrtp_1` |
| Comb pwr share | `7.2%` |
| # rows | `39` |
| Via count of the first global-routing pass | `2616` |
| Fp util | `31.3%` |
| Max-capacitance violation count | `0` |
| Initial DRT Pass Iterations | `15` |
| WHS | `201 ps` |
| CTS Buf Count | `17` |
| Total clock sinks | `145` |
| Static Leakage | `3.20 nW` |
| Setup Fix Bufs, Post-CTS | `0` |
| Final GP Congestion | `0.779` |
| Netlist cell types | `2` |
| Gr ovfl total | `0` |
| Wire per inst | `16.0 um` |
| Worst path required time | `800 ps` |
| Pin count of the biggest net entering global routing | `51` |
| Sw power | `2.58 mW` |
| CTS tree | `built` |
| DRT iter0 DRCs | `86` |
| Crit-path cells | `buf_2` |
| Clk pwr share | `47.1%` |
| Post-route antenna net violation count | `0` |
| Failing checks | `negative setup slack` |
| Fin crit period | `1110 ps` |
| Final Cycle Share | `111%` |
| Clock slew at reported path FFs | `60 ps` |
| Most frequent logic cell in the layout | `clkdlybuf4s50_1` |
| # diodes | `0` |
| Post-synthesis area per instance | `24.9 um2` |
| F_max | `901 MHz` |
| RSZ-0062 raised after global routing | `true` |
| # H-tree levels | `4` |
| Max FO, Critical Path | `1` |
| First-pass GRT wire length | `15000 um` |
| Layout cells sized above 1 | `38.8%` |
| Syn Inst Count | `146` |
| Top Layout Cells | `146 x clkdlybuf4s50_1, 145 x dfrtp_1, 145 x buf_2` |
| Comb gates | `0` |
| Flops out of synthesis | `145` |
| Slew Limit Fails | `0` |
| HPWL Detailed | `7800 um` |
| CTS max path bufs | `2` |
| Maximum VDD drop | `1.37 mV` |
| Final Setup Violations | `145` |
| Relative slew slack | `82.4%` |
| Post-Route WL | `9930 um` |
| Crit path buffers/inverters | `1` |
| Ys cells | `146` |
| Sw Share | `18.9%` |
| Area grow syn2layout | `85.9%` |
| Final Hold Viols | `0` |
| CP Class | `flip-flop to output pin` |
| Via count | `2461` |
| CP top delay family | `flip-flops` |
| Synthesized area | `0.00363 mm2` |
| Num ports | `292` |
| Critical path arrival | `910 ps` |
| Port-buffer cells | `291` |
| Ys Warns | `1` |
| Die height | `112 um` |
| Via-per-instance ratio | `3.97` |
| OpenROAD warning count | `28` |
| Sequential area share after synthesis | `99.9%` |
| Yosys stat area | `0.00363 mm2` |
| Flop pwr share | `45.7%` |
| Pwr Total | `13.6 mW` |
| Slowest stage delay, CP | `380 ps` |
| Status | `complete, but fails checks` |
| Root Buffer | `clkbuf_16` |
| CP startpoint kind | `flip-flop` |
| Die Size | `0.0126 mm2` |
| Total GRT Usage | `17.0%` |
| Core footprint | `0.0116 mm2` |
| Worst setup margin | `-110 ps` |
| Min-Delay Path Class | `primary input to async pin` |
| Util after Layout | `58.2%` |
| Worst-margin pin slew | `263 ps` |
| Residual DRC | `0` |
| Comb gate area | `0 um2` |
| DIE WIDTH | `112 um` |
==> path summary, 6_finish.rpt <==
path                                         from                    endpoint  slack [ps]  depth (start not counted)
worst max-delay path       m_alu_out[5]$_DFF_PP0_                m_alu_out[5]        -110                          1
worst min-delay path                        reset  m_instruction[3]$_DFF_PP0_         200                          3
max in group asynchronous                   reset          m_pc[23]$_DFF_PP0_         480                          4
min in group clk0                   x_alu_out[28]     m_alu_out[28]$_DFF_PP0_         220                          1
==> cell type report <==
cell class              instances  area, um2
repair buffers                299       2320
flip-flops and latches        145       3630
inverters                       1       7.51
fillers                       944       4860
clock inverters                14        188
well taps                     143        179
clock buffers                  18        429
==> Yosys cell counts <==
cell type,count,area [um2]
inv_1,1,3.75
dfrtp_1,145,3630
==> power groups by stage <==
stage	clock network [mW]	logic [mW]	registers [mW]
CTS	6.63	1.02	6.23
global route	6.89	1.08	6.26
finish	6.42	0.984	6.23
==> sequential cells by signal, indices dropped and copies added, names as in the netlist <==
name / cells
m_reg_write_enabled: 1
m_instruction: 32
m_funct3: 3
m_alu_out: 32
m_rs2: 5
m_rd: 5
m_writeback_select: 2
m_data_rs2: 32
m_memory_rw: 1
m_pc: 32
==> layer usage <==
| layer | global-route usage, % | up-vias | share of wire (%) |
|---|---|---|---|
| li1 | - | 1091 | - |
| met1 | 20.4 | 1171 | 31 |
| met2 | 27.3 | 190 | 50 |
| met3 | 10.4 | 9 | 17 |
| met4 | 2.58 | 0 | 1.5 |
| met5 | 0 | - | 0 |
==> per-stage QoR <==
| step | instance area (um2) | cells | setup TNS [ps] | setup slack (ps) |
|---|---|---|---|---|
| after floorplan | 3640 | 146 | -147760 | -1020 |
| after global placement | 6860 | 588 | -171 | -88.6 |
| after detailed placement | 6860 | 588 | -117 | -61.0 |
| after CTS | 6750 | 620 | -14710 | -156 |
| after global routing | 6750 | 620 | -17060 | -165 |
| final | 6750 | 620 | -10250 | -110 |
==> logic make-up (layout without fill, tap and decap cells) <==
group	count (synthesis)	count (layout)	synth area share (%)
buf+inv	1	332	0.103
flops	145	145	99.9
==> timing repair <==
item | CTS | global route
hold buffers | 0 | 0
setup endpoints to repair | 145 | 145
resized | 453 | 0
pin swaps | 0 | 0
No activity file was given, so power comes from the tool's default toggle rates.
