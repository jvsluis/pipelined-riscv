## /design/flow/run.sh

```bash
#!/bin/bash
# OpenROAD 26Q1-2900-gdf79404cd8, Yosys 0.63+post, stock flow scripts
make -C /OpenROAD-flow-scripts/flow DESIGN_CONFIG=/design/flow/config.mk WORK_HOME=/design/flow/orfs finish
```

## /design/flow/config.mk

```make
export PLATFORM = sky130hd
export DESIGN_NAME = alu
export DESIGN_NICKNAME = alu
export VERILOG_FILES = /design/flow/design.v
export SDC_FILE = /design/flow/constraint.sdc
export NUM_CORES = 4
export LEC_CHECK = 1
export CORE_UTILIZATION = 40
```

## /design/flow/constraint.sdc

```tcl
current_design alu

set clk_period 20.2
set clk_io_pct 0.2

create_clock -name clk0 -period $clk_period

set non_clock_inputs [all_inputs -no_clocks]
set_input_delay [expr $clk_period * $clk_io_pct] -clock clk0 $non_clock_inputs
set_output_delay [expr $clk_period * $clk_io_pct] -clock clk0 [all_outputs]
```

## /design/flow/design.v

```verilog
module alu (
    input [3:0] alu_select,
    input [31:0] A,
    input [31:0] B,
    output reg [31:0] out
);
always @(*) begin
    case (alu_select)
        4'b0000: out = A + B;
        4'b1000: out = A - B;
        4'b0111: out = A & B;
        4'b0110:  out = A | B;
        4'b0100: out = A ^ B;
        4'b0010: out = {31'b0, $signed(A) < $signed(B)};
        4'b0011: out = {31'b0, A < B};
        4'b0001: out = A << B[4:0];
        4'b0101: out = A >> B[4:0];
        4'b1101: out = $signed(A) >>> B[4:0];
        4'b1111: out = B;
        default: out = 32'b0;
    endcase
end
endmodule
```

==> results_slide.txt <==
Key Metrics from the Run

Worst setup path
  • Critical Path AT: 8.35 ns
  • Maximum fanout along the worst path: 45
  • Crit-path max cell delay: 0.56 ns
  • Slowest cell on crit path: o31ai_1
  • Setup crit start kind: primary input
  • Crit path DRT: 16.16 ns
  • Crit end category: output pin
  • Cells along the critical path: clkdlybuf4s50_1 > buf_4 > inv_1 > buf_4 > ha_1 > o211a_1 > o31a_1 > nor4b_2 > o31ai_1 > o21ai_1 > o31ai_1 > a21oi_1 > xor2_1 > o221ai_1 > clkdlybuf4s50_1
  • Crit Path Class: in2out

Power
  • PwrDens: 28.4 nW/um^2
  • Maximum VDD drop: 11.9 uV
  • Lkg Pwr: 4.22 nW

Logic synthesis
  • Post-Synth AOI/OAI Area: 39.6%
  • Synth unique cells: 90
  • XOR Share, Synth: 1.58%
  • Simple share: 21.7%
  • Adder share: 14.1%
  • Ys Warns: 1
  • Avg Inst Size Synth: 6.54 um^2
  • Yosys chip area: 8870 um^2
  • Yosys Instances: 1355
  • Multiplexer share: 13.4%
  • Register share after synthesis: 0%
  • Synthesized area: 8870 um^2
  • Cells after Synth: 1355
  • Top non-seq family: AND-OR/OR-AND gates

Detailed routing
  • Routed vias/inst: 6.57
  • Antenna cell count: 0
  • Iteration count of the initial detailed-routing pass: 6
  • Vias: 10900
  • DR iter-0 viols: 1138
  • Routed WL: 41.8 mm
  • DRC violations left: 0
  • Final ANT Viol Nets: 0
  • Wire length per cell: 25.3 um

Placed design
  • RD Place Congestion: 1.01
  • Number of port buffers: 100
  • Post-DP HPWL: 32.6 mm
  • Pre-CTS setup slack: 7.90 ns
  • Dpl cells: 1655

Final timing
  • Worst slew margin: 48.6%
  • Measured slew at the worst slew-check pin: 0.769 ns
  • Fmax: 80.7 MHz
  • Final tally of hold violations: 0
  • Final min period: 12.39 ns
  • Setup violators final: 0
  • Setup_tns: 0 ns
  • Final worst slack: 7.81 ns
  • Final Max Tran Viols: 0
  • RSZ-0062 raised after global routing: no
  • Final worst path period share: 61.3%

GRT
  • Initial antenna violation count: 0
  • Pin count of the biggest net entering global routing: 62
  • First-pass GRT wire length: 61.9 mm
  • Grt total ovfl: 0
  • GRT Total Usage: 37.3%
  • Vias in the first global route: 9837

Run
  • Tool warnings: 97
  • Max cap viols: 0

Floorplanning
  • Die span in y: 151 um
  • CORE AREA: 21800 um^2
  • I/O Pins: 100
  • Chip area: 22800 um^2
  • Floorplan utilization: 40.8%
  • Die width: 151 um
  • Row cnt: 54

Finish
  • Area Growth Syn to Fin: 12.2%
  • FF+latch area: 0 um^2
  • Fill count: 2311
  • Most frequently placed logic cells in the final layout: nor2_1, a21oi_1, nand2_1
  • Commonest Layout Cell: nor2_1
  • Clock Buffer Count: 0
  • Non-Filler Instances: 1655
  • Flip-flops: 0
  • Fraction of final layout cells sized beyond drive strength 1: 7.35%

Worst hold path
  • HP Start: B[1]
  • Min-delay worst type: in2out
  • Hold Path Depth: 4
  • Worst Hold Path EP: out[1]

Clock tree
  • Setup bufs post-CTS: 0
  • Post-cts sizing count: 0
  • CTS Hold Bufs: 0

Outcome
  • Result of the run: finished clean
routing by layer:
layer	up-vias	global-route usage, %	share of wire, %
met5	-	0	0
met4	0	9.10	2.8
met3	71	9.89	11
met2	562	53.6	42
met1	5149	54.8	44
li1	5096	-	-
worst max path at each step:
stage                 startpoint  endpoint  slack, ns  cells past startpoint
after CTS                   B[4]   out[28]       7.87                     15
after global routing        B[4]   out[28]       7.56                     15
final                       B[4]   out[28]       7.81                     15
metrics by stage:
| step | util (%) | power, mW | hold slack, ns | area [um^2] |
|---|---|---|---|---|
| after floorplan | - | 0.172 | 8.17 | 8870 |
| after global placement | 45.7 | 0.276 | 9.17 | 9950 |
| after detailed placement | 45.7 | 0.274 | 9.15 | 9950 |
| after CTS | 45.7 | 0.276 | 9.16 | 9950 |
| after global routing | 45.7 | 0.304 | 9.22 | 9950 |
| final | 45.7 | 0.283 | 9.15 | 9950 |
critical path: cells and delay by family:
| kind | cells | cell delay [ns] |
|---|---|---|
| AOI/OAI and AO/OA | 7 | 1.81 |
| buffers and inverters | 5 | 1.69 |
| adders and majority gates | 1 | 0.53 |
| xor gates and xnor gates | 1 | 0.15 |
| and+or+nand+nor | 1 | 0.10 |
cells in the mapped netlist, types with 10 or more instances:
library cell / instances / area share, %
a21o_1: 17 / 1.4
nand2b_1: 11 / 0.78
a221o_1: 15 / 1.7
ha_1: 97 / 14
nand3_1: 29 / 1.6
clkbuf_1: 62 / 2.6
mux2i_1: 54 / 6.1
o31ai_1: 15 / 1.3
o21ai_0: 95 / 5.4
buf_2: 24 / 1.4
mux4_2: 12 / 3.0
mux2_2: 32 / 4.1
nor2_1: 157 / 6.6
o211ai_1: 25 / 2.1
inv_1: 99 / 4.2
a21oi_1: 132 / 7.5
o21a_1: 10 / 0.85
nand2_1: 121 / 5.1
xnor2_1: 12 / 1.2
o22ai_1: 16 / 1.1
o21bai_1: 12 / 1.0
nor3_1: 28 / 1.6
a221oi_1: 26 / 2.6
buf_1: 12 / 0.51
a211oi_1: 26 / 2.2
a22oi_1: 13 / 1.1
a31oi_1: 16 / 1.1
nand4_1: 14 / 0.99
where the power goes:
part           total, mW  switching (mW)  leakage [nW]  internal, mW
clock network          0               0             0             0
logic              0.283           0.172          4.22         0.111
registers              0               0             0             0
cell families (layout without fill, tap and decap cells):
group | count (synthesis) | count (layout)
adders and majority gates | 99 | 99
buffers and inverters | 210 | 230
muxes | 99 | 99
AOI/OAI and AO/OA | 510 | 510
xor gates and xnor gates | 16 | 16
and+or+nand+nor | 421 | 421
layout make-up:
| cell class | count | area, um^2 | area share, % |
|---|---|---|---|
| Multi-Input combinational cell | 1145 | 8030 | 80.7 |
| Inverter | 104 | 390 | 3.92 |
| Tap cell | 280 | 350 | 3.52 |
| Timing Repair Buffer | 126 | 1180 | 11.8 |
No activity file was given, so power comes from the tool's default toggle rates.
